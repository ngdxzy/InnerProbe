==> /design/flow/design.v <==
`timescale 1ns/1ns
module AXI2NATIVE #(
    parameter NATIVE_ADDR_WDITH       = 1,                
    parameter NATIVE_DATA_WIDTH       = 32,
    parameter S_AXI_ADDR_WIDTH     = 3,               
    parameter S_AXI_DATA_WIDTH     = 32
)(
    input                             S_AXI_aclk,
    input                             S_AXI_aresetn,
    input  [S_AXI_ADDR_WIDTH-1:0]                   S_AXI_araddr,
    output reg                        S_AXI_arready,
    input                             S_AXI_arvalid,
    input  [2:0]                      S_AXI_arprot,
    input [S_AXI_ADDR_WIDTH-1:0]                    S_AXI_awaddr,
    output reg                        S_AXI_awready,
    input                             S_AXI_awvalid,
    input  [2:0]                      S_AXI_awprot,
    output  [1:0]                  S_AXI_bresp,  
    input                             S_AXI_bready,
    output reg                        S_AXI_bvalid,
    output reg [S_AXI_DATA_WIDTH-1:0] S_AXI_rdata,
    input                             S_AXI_rready,
    output reg                        S_AXI_rvalid,
    output  [1:0]                  S_AXI_rresp,
    input  [S_AXI_DATA_WIDTH-1:0]     S_AXI_wdata,
    output                         S_AXI_wready,
    input                             S_AXI_wvalid,
    input  [S_AXI_DATA_WIDTH/8-1:0]   S_AXI_wstrb,
    output                                      NATIVE_CLK,
    output  reg                                    NATIVE_EN,
    output                                      NATIVE_WR,
    output    [NATIVE_ADDR_WDITH-1: 0]             NATIVE_ADDR,
    output   reg [NATIVE_DATA_WIDTH-1: 0]             NATIVE_DATA_IN,
    input  [NATIVE_DATA_WIDTH-1: 0]                NATIVE_DATA_OUT,
    input                                       NATIVE_READY
);  
    reg [NATIVE_ADDR_WDITH-1:0] addr;
    always @ (posedge S_AXI_aclk or negedge S_AXI_aresetn) begin
        if(!S_AXI_aresetn) begin
            addr <= {NATIVE_ADDR_WDITH{1'b0}};
        end
        else begin
            case({(S_AXI_arvalid & (~S_AXI_arready)),(S_AXI_awvalid & (~S_AXI_awready))})
                2'b00: begin addr <= addr; end
                2'b01: begin addr <= S_AXI_awaddr[NATIVE_ADDR_WDITH + 1:2]; end
                2'b10: begin addr <= S_AXI_araddr[NATIVE_ADDR_WDITH + 1:2]; end
                2'b11: begin addr <= addr; end
            endcase
        end
    end
    assign NATIVE_ADDR = addr;
    reg wr;
    always @ (posedge S_AXI_aclk or negedge S_AXI_aresetn) begin
        if(~S_AXI_aresetn) begin
            wr <= 1'b0;
        end
        else begin
            case({(S_AXI_arvalid & (~S_AXI_arready)),(S_AXI_awvalid & (~S_AXI_awready))})
                2'b00: begin wr <= wr; end
                2'b01: begin wr <= 1'b1; end
                2'b10: begin wr <= 1'b0; end
                2'b11: begin wr <= wr; end
            endcase
        end
    end
    always @ (posedge S_AXI_aclk or negedge S_AXI_aresetn) begin
        if(~S_AXI_aresetn) begin
            S_AXI_awready <= 1'b0;
        end
        else begin
            if(S_AXI_awvalid && (~S_AXI_awready) && S_AXI_wvalid) begin
                S_AXI_awready <= 1;
            end
            else begin
                S_AXI_awready <= 0;
            end
        end
    end
    assign S_AXI_wready = wr?NATIVE_READY:1'b0;
    always @ (posedge S_AXI_aclk or negedge S_AXI_aresetn) begin
        if(~S_AXI_aresetn) begin
            NATIVE_DATA_IN <= 'b0;
        end
        else begin
            if(S_AXI_wvalid && S_AXI_awvalid && (~S_AXI_awready)) begin
                NATIVE_DATA_IN <= S_AXI_wdata[NATIVE_DATA_WIDTH-1:0];
            end
            else begin
                NATIVE_DATA_IN <= NATIVE_DATA_IN;
            end
        end
    end
    assign S_AXI_bresp = 2'b00;
    always @ (posedge S_AXI_aclk or negedge S_AXI_aresetn) begin
        if(~S_AXI_aresetn) begin
            S_AXI_bvalid <= 0;
        end
        else begin
            if(NATIVE_READY && wr && (~S_AXI_bvalid)) begin
                S_AXI_bvalid <= 1'b1;
            end
            else begin
                if(S_AXI_bvalid && S_AXI_bready) begin
                    S_AXI_bvalid <= 1'b0;
                end
            end
        end
    end
    always @ (posedge S_AXI_aclk or negedge S_AXI_aresetn) begin
        if(~S_AXI_aresetn) begin
            S_AXI_arready <= 1'b0;
        end
        else begin
            if(S_AXI_arvalid && (~S_AXI_arready)) begin
                S_AXI_arready <= 1;
            end
            else begin
                S_AXI_arready <= 0;
            end
        end
    end
    assign S_AXI_rresp = 2'b00;
    always @ (posedge S_AXI_aclk or negedge S_AXI_aresetn) begin
        if(~S_AXI_aresetn) begin
            S_AXI_rdata <= 'b0;
            S_AXI_rvalid <= 1'b0;
        end
        else begin
            if((~wr) && NATIVE_READY && (~S_AXI_rvalid)) begin
                S_AXI_rdata <= {'b0,NATIVE_DATA_OUT};
                S_AXI_rvalid <= 1'b1;
            end
            else if(S_AXI_rvalid && S_AXI_rready) begin
                S_AXI_rdata <= S_AXI_rdata;
                S_AXI_rvalid <= 1'b0;
            end
        end
    end
    always @ (posedge S_AXI_aclk or negedge S_AXI_aresetn) begin
        if(~S_AXI_aresetn) begin
            NATIVE_EN <= 0;
        end
        else begin
            if(S_AXI_arvalid && (~S_AXI_arready)) begin
                NATIVE_EN <= 1;
            end
            else if(S_AXI_awvalid && (~S_AXI_awready) && S_AXI_wvalid) begin               
                NATIVE_EN <= 1;
            end
            else begin
                NATIVE_EN <= 0;
            end
        end
    end
    assign NATIVE_WR = wr;
    assign NATIVE_CLK = S_AXI_aclk;
endmodule
`timescale 1ns / 1ps
module AXI_ProbeDetector#(
    parameter NATIVE_ADDR_WDITH       = 1,                
    parameter NATIVE_DATA_WIDTH       = 32,
    parameter S_AXI_ADDR_WIDTH     = 3,               
    parameter S_AXI_DATA_WIDTH     = 32,
    AVER_TIME = 10000
)(
    input                             S_AXI_aclk,
    input                             S_AXI_aresetn,
    input  [S_AXI_ADDR_WIDTH-1:0]                   S_AXI_araddr,
    output                            S_AXI_arready,
    input                             S_AXI_arvalid,
    input  [2:0]                      S_AXI_arprot,
    input [S_AXI_ADDR_WIDTH-1:0]                    S_AXI_awaddr,
    output                            S_AXI_awready,
    input                             S_AXI_awvalid,
    input  [2:0]                      S_AXI_awprot,
    output  [1:0]                  S_AXI_bresp,  
    input                             S_AXI_bready,
    output                            S_AXI_bvalid,
    output     [S_AXI_DATA_WIDTH-1:0] S_AXI_rdata,
    input                             S_AXI_rready,
    output                            S_AXI_rvalid,
    output  [1:0]                  S_AXI_rresp,
    input  [S_AXI_DATA_WIDTH-1:0]     S_AXI_wdata,
    output                         S_AXI_wready,
    input                             S_AXI_wvalid,
    input  [S_AXI_DATA_WIDTH/8-1:0]   S_AXI_wstrb,
    input system_clk,
    input shifting_clk,
    input [3:0]data_in,
    output reg trigger_data_out,
    input probe_signal_in,
    output reg [3:0] sw
    );
    localparam IDLE = 8'd1;
    localparam INIT = 8'd2;
    localparam TRIG = 8'd3;
    localparam NOP1 = 8'd4;
    localparam NOP2 = 8'd5;
    localparam NOP3 = 8'd6;
    localparam CONT = 8'd7;
    localparam CHEK = 8'd8;
    localparam DONE = 8'd9;
    localparam DONE1 = 8'd10;
    wire                                      NATIVE_CLK;
    wire                                      NATIVE_EN;
    wire                                      NATIVE_WR;
    wire    [NATIVE_ADDR_WDITH-1: 0]          NATIVE_ADDR;
    wire    [NATIVE_DATA_WIDTH-1: 0]          NATIVE_DATA_IN;
    reg  [NATIVE_DATA_WIDTH-1: 0]            NATIVE_DATA_OUT;
    reg                                      NATIVE_READY;
    (* dont_touch="true" *)(* max_fanout=1 *)(* ASYNC_REG="true" *)reg ff_metastable;
    (* dont_touch="true" *)(* max_fanout=2 *)(* ASYNC_REG="true" *)reg synchronizer;
    (* dont_touch="true" *) reg [3:0]dst_reg;
    reg busy;
    wire start_test;
    wire change_sw;
    reg [7:0] state,next_state;
    reg load_counter;
    reg test_done;
    reg dec;
    reg count;
    reg [13:0] main_counter;
    reg [13:0] p_counter;
    reg [13:0] p_counter_latch;
    wire [13:0] main_counter_next;
    wire [13:0] p_counter_next;
    reg new_data;
    reg ready;
    AXI2NATIVE #(
            .NATIVE_ADDR_WDITH(NATIVE_ADDR_WDITH),
            .NATIVE_DATA_WIDTH(NATIVE_DATA_WIDTH),
            .S_AXI_ADDR_WIDTH(S_AXI_ADDR_WIDTH),
            .S_AXI_DATA_WIDTH(S_AXI_DATA_WIDTH)
        ) inst_AXI2NATIVE (
            .S_AXI_aclk      (S_AXI_aclk),
            .S_AXI_aresetn   (S_AXI_aresetn),
            .S_AXI_araddr    (S_AXI_araddr),
            .S_AXI_arready   (S_AXI_arready),
            .S_AXI_arvalid   (S_AXI_arvalid),
            .S_AXI_arprot    (S_AXI_arprot),
            .S_AXI_awaddr    (S_AXI_awaddr),
            .S_AXI_awready   (S_AXI_awready),
            .S_AXI_awvalid   (S_AXI_awvalid),
            .S_AXI_awprot    (S_AXI_awprot),
            .S_AXI_bresp     (S_AXI_bresp),
            .S_AXI_bready    (S_AXI_bready),
            .S_AXI_bvalid    (S_AXI_bvalid),
            .S_AXI_rdata     (S_AXI_rdata),
            .S_AXI_rready    (S_AXI_rready),
            .S_AXI_rvalid    (S_AXI_rvalid),
            .S_AXI_rresp     (S_AXI_rresp),
            .S_AXI_wdata     (S_AXI_wdata),
            .S_AXI_wready    (S_AXI_wready),
            .S_AXI_wvalid    (S_AXI_wvalid),
            .S_AXI_wstrb     (S_AXI_wstrb),
            .NATIVE_CLK      (NATIVE_CLK),
            .NATIVE_EN       (NATIVE_EN),
            .NATIVE_WR       (NATIVE_WR),
            .NATIVE_ADDR     (NATIVE_ADDR),
            .NATIVE_DATA_IN  (NATIVE_DATA_IN),
            .NATIVE_DATA_OUT (NATIVE_DATA_OUT),
            .NATIVE_READY    (NATIVE_READY)
        );
    always @ (posedge system_clk) begin
        dst_reg <= data_in;
    end
    always @ (posedge NATIVE_CLK) begin
        if(~S_AXI_aresetn) begin
            ready <= 0;
            busy <= 0;
        end  
        else begin
            if(start_test == 1) begin
                busy <= 1;
            end
            else if (NATIVE_READY == 1) begin
                busy <= 0;
            end
            ready <= NATIVE_READY;
        end
    end
    always @ (posedge NATIVE_CLK) begin
        case(NATIVE_ADDR)
            1'b0: begin
                NATIVE_READY <= NATIVE_WR?NATIVE_EN:(new_data & busy);
            end
            1'b1: begin
                NATIVE_READY <= NATIVE_EN | dst_reg[0];
            end
        endcase
    end
    always @ (posedge NATIVE_CLK) begin
        case(NATIVE_ADDR)
            1'b0: begin
                NATIVE_DATA_OUT <= p_counter_latch;
            end
            1'b1: begin
                NATIVE_DATA_OUT <= AVER_TIME;
            end
        endcase
    end
    assign start_test = (NATIVE_ADDR == 1'b0) & (NATIVE_EN == 1'b1) & (NATIVE_WR == 1'b0);
    assign change_sw = (NATIVE_ADDR == 1'b1) & (NATIVE_EN == 1'b1) & (NATIVE_WR == 1'b1);
    always @ (posedge NATIVE_CLK) begin
        if(~S_AXI_aresetn) begin
            sw <= 0;
        end  
        else begin
            if(change_sw) begin
                sw <= NATIVE_DATA_IN[3:0];
            end
        end
    end
    always @ (posedge shifting_clk or negedge S_AXI_aresetn) begin
        if(~S_AXI_aresetn) begin
            state <= IDLE;
        end  
        else begin
            state <= next_state;
        end
    end
    always @ (posedge shifting_clk or negedge S_AXI_aresetn) begin
        if(~S_AXI_aresetn) begin
            p_counter_latch <= 14'd0;
        end  
        else begin
            if(test_done) begin
                p_counter_latch <= p_counter;
            end
        end
    end
    always @ (posedge shifting_clk or negedge S_AXI_aresetn) begin
        if(~S_AXI_aresetn) begin
            new_data <= 1'd0;
        end  
        else begin
            if(test_done ==  1) begin
                new_data <= 1'b1;
            end
            else begin
                if(ready | NATIVE_READY) begin
                    new_data <= 1'b0;
                end
            end
        end
    end
    always @ (posedge shifting_clk or negedge S_AXI_aresetn) begin
        if(~S_AXI_aresetn) begin
            ff_metastable <= 1'b0;
            synchronizer <= 1'b0;
        end  
        else begin
            ff_metastable <= probe_signal_in;
            synchronizer <= ff_metastable;
        end
    end
    assign main_counter_next = main_counter - 1;
    always @ (posedge shifting_clk or negedge S_AXI_aresetn) begin
        if(~S_AXI_aresetn) begin
            main_counter <= 0;
        end  
        else begin
            if(load_counter == 1'b1) begin
                main_counter <= AVER_TIME;
            end
            else begin
                if(dec == 1'b1) begin
                    main_counter <= main_counter_next;
                end
            end
        end
    end
    assign p_counter_next = p_counter + (synchronizer & count);
    always @ (posedge shifting_clk or negedge S_AXI_aresetn) begin
        if(~S_AXI_aresetn) begin
            p_counter <= 0;
        end  
        else begin
            if(load_counter == 1'b1) begin
                p_counter <= 0;
            end
            else begin
                p_counter <= p_counter_next;
            end
        end
    end
    always @ (*) begin
        next_state = state;
        trigger_data_out = 1'b0;
        load_counter = 1'b0;
        test_done = 1'b0;
        dec = 1'b0;
        count = 1'b0;
        case(state)
            IDLE:begin
                next_state = INIT;
            end
            INIT:begin
                trigger_data_out = 1'b1;
                load_counter = 1'b1;
                next_state = NOP1;
            end
            TRIG:begin
                trigger_data_out = 1'b1;
                next_state = NOP1;
            end  
            NOP1:begin
                trigger_data_out = 1'b0;
                next_state = CONT;
            end  
            NOP2:begin
                trigger_data_out = 1'b0;
                next_state = CONT;
            end  
            CONT:begin
                trigger_data_out = 1'b0;
                dec = 1'b1;
                count = 1'b1;
                next_state = CHEK;
            end
            CHEK:begin
                trigger_data_out = 1'b0;
                if(main_counter == 14'd0) begin
                    next_state = DONE;
                end
                else begin
                    next_state = DONE1;
                end
            end
            DONE:begin
                trigger_data_out = 1'b0;
                test_done = 1'b1;
                next_state = INIT;
            end
            DONE1:begin
                trigger_data_out = 1'b0;
                next_state = TRIG;
            end
        endcase  
    end  
endmodule
==> /design/flow/run.sh <==
#!/bin/bash
# OpenROAD 26Q1-2900-gdf79404cd8, Yosys 0.63+post, stock flow scripts
make -C /OpenROAD-flow-scripts/flow DESIGN_CONFIG=/design/flow/config.mk WORK_HOME=/design/flow/orfs finish
==> /design/flow/config.mk <==
export PLATFORM = sky130hd
export DESIGN_NAME = AXI_ProbeDetector
export DESIGN_NICKNAME = AXI_ProbeDetector
export VERILOG_FILES = /design/flow/design.v
export SDC_FILE = /design/flow/constraint.sdc
export NUM_CORES = 4
export LEC_CHECK = 1
export CORE_UTILIZATION = 40
==> /design/flow/constraint.sdc <==
current_design AXI_ProbeDetector

set clk_period 4.3
set clk_io_pct 0.2

create_clock -name clk0 -period $clk_period [get_ports {S_AXI_aclk}]
create_clock -name clk1 -period $clk_period [get_ports {shifting_clk}]
create_clock -name clk2 -period $clk_period [get_ports {system_clk}]

set non_clock_inputs [all_inputs -no_clocks]
set_input_delay [expr $clk_period * $clk_io_pct] -clock clk0 $non_clock_inputs
set_output_delay [expr $clk_period * $clk_io_pct] -clock clk0 [all_outputs]
==> impl_metrics.xml <==
<?xml version="1.0" encoding="UTF-8"?>
<metrics>
  <group name="finish">
    <metric name="layout_top_cell" unit="">sky130_fd_sc_hd__dfrtp_1</metric>
    <metric name="layout_top_cells" unit="">sky130_fd_sc_hd__dfrtp_1 (77), sky130_fd_sc_hd__clkdlybuf4s50_1 (37), sky130_fd_sc_hd__mux2_2 (32), sky130_fd_sc_hd__nor2_1 (23), sky130_fd_sc_hd__conb_1 (23)</metric>
    <metric name="number_of_filler_cells_placed_in_the_layout" unit="">847</metric>
    <metric name="syn_to_final_growth" unit="%">16.6</metric>
    <metric name="drive_gt1_share" unit="%">17.4</metric>
    <metric name="final-comb-area" unit="sq um">1430</metric>
    <metric name="final-seq-area" unit="sq um">2390</metric>
    <metric name="layoutNonFillerInstCount" unit="">497</metric>
  </group>
  <group name="final_timing">
    <metric name="final_setup_violation_count" unit="">0</metric>
    <metric name="timing.max_slew.rel_slack" unit="%">50.9</metric>
    <metric name="grt_setup_unrepaired" unit="">false</metric>
    <metric name="tns" unit="ns">0</metric>
    <metric name="slew_viol_final" unit="">0</metric>
    <metric name="max_slew.worst_pin.slew" unit="ns">0.736</metric>
    <metric name="timing.clock.skew" unit="ns">0.0109</metric>
    <metric name="hold-worst-slack" unit="ns">0.197</metric>
    <metric name="hold_violations" unit="">0</metric>
  </group>
  <group name="pwr">
    <metric name="power.density_cell_area" unit="nW/um^2">416</metric>
    <metric name="switching_fraction" unit="%">24.0</metric>
    <metric name="clkPwrFrac" unit="%">31.2</metric>
    <metric name="leakage" unit="nW">2.05</metric>
    <metric name="internal_power" unit="W">0.00146</metric>
    <metric name="p_sw" unit="W">0.000460</metric>
    <metric name="power_frac_seq" unit="%">55.9</metric>
    <metric name="ir_worst_vdd" unit="V">0.000152</metric>
    <metric name="p_comb_share" unit="%">12.8</metric>
  </group>
  <group name="setup_path">
    <metric name="timing.critical_path.arrival" unit="ns">1.38</metric>
    <metric name="criticalPathCategory" unit="">reg2out</metric>
    <metric name="endpoint_kind" unit="">output pin</metric>
    <metric name="timing.critical_path.required" unit="ns">3.44</metric>
    <metric name="worstSetupStartpointType" unit="">flop</metric>
    <metric name="critical_path.max_fanout" unit="">2</metric>
  </group>
  <group name="floorplanning">
    <metric name="placeableCoreArea" unit="sq um">9420</metric>
    <metric name="die_height" unit="um">101</metric>
    <metric name="initial_core_util" unit="%">42.0</metric>
    <metric name="pin_count" unit="">108</metric>
    <metric name="total_die_size" unit="sq um">10300</metric>
    <metric name="floorplan.rows" unit="">35</metric>
    <metric name="die.size.x" unit="um">101</metric>
  </group>
  <group name="global_routing">
    <metric name="met3_usage" unit="%">3.22</metric>
    <metric name="grtUsageTotal" unit="%">13.1</metric>
    <metric name="grt_overflow_total" unit="">0</metric>
    <metric name="top_usage_layer" unit="">met1</metric>
    <metric name="antenna_found_initial" unit="">0</metric>
    <metric name="use_met2" unit="%">18.6</metric>
    <metric name="grt_first_pass_wirelength" unit="mm">10.3</metric>
    <metric name="grt_start_max_net_pins" unit="">40</metric>
    <metric name="first_global_vias" unit="">2129</metric>
    <metric name="met1_usage" unit="%">22.0</metric>
  </group>
  <group name="yosys">
    <metric name="ys_chip_area" unit="sq um">3960</metric>
    <metric name="xor_area_share" unit="%">4.65</metric>
    <metric name="register_bit_count_reported_by_yosys" unit="">100</metric>
    <metric name="synth.mux.area_fraction" unit="%">10.9</metric>
    <metric name="largest_non_sequential_cell_family_by_area" unit="">simple AND/OR/NAND/NOR gates</metric>
    <metric name="postSynthSeqShare" unit="%">60.5</metric>
    <metric name="ys.flop_type" unit="">sky130_fd_sc_hd__dfrtp_1</metric>
    <metric name="yosys-stat-cells" unit="">318</metric>
    <metric name="post_synth_num_cell_types" unit="">37</metric>
    <metric name="synth.cellmix.compoundShare" unit="%">1.96</metric>
    <metric name="synth_simple_gate_area_share" unit="%">15.3</metric>
    <metric name="post_synth_tally_of_flip_flops_with_integrated_enable" unit="">0</metric>
    <metric name="yosysWarningCount" unit="">2</metric>
    <metric name="synth_async_sr_flop_share" unit="%">78.0</metric>
    <metric name="post_synth_instance_area" unit="sq um">3960</metric>
    <metric name="fa_ha_area_share" unit="%">1.26</metric>
    <metric name="netlist.top_cell.by_area" unit="">sky130_fd_sc_hd__dfrtp_1</metric>
    <metric name="syn-mean-instance-area" unit="sq um">12.4</metric>
    <metric name="ys_top_cells_by_area" unit="">sky130_fd_sc_hd__dfrtp_1 (49%), sky130_fd_sc_hd__dfxtp_1 (11%), sky130_fd_sc_hd__mux2_2 (9.1%), sky130_fd_sc_hd__buf_4 (4.2%), sky130_fd_sc_hd__nor2b_1 (3.3%)</metric>
    <metric name="synth_largest_type_area_fraction" unit="%">48.7</metric>
    <metric name="postSynthCellCount" unit="">318</metric>
  </group>
  <group name="placement">
    <metric name="dpl.cell_count" unit="">481</metric>
    <metric name="gp_routability_congestion" unit="">0.760</metric>
    <metric name="dpl.hpwl" unit="mm">3.94</metric>
    <metric name="buffer_ports.inserted" unit="">38</metric>
  </group>
  <group name="worst_hold_path">
    <metric name="timing.hold.worst.class" unit="">reg2reg</metric>
  </group>
  <group name="outcome">
    <metric name="status" unit="">finished clean</metric>
  </group>
  <group name="detailed_routing">
    <metric name="insertedDiodeCount" unit="">0</metric>
    <metric name="ant_nets" unit="">0</metric>
    <metric name="route.detailed.wl_per_inst" unit="um">11.7</metric>
    <metric name="drt-initial-drc-count" unit="">81</metric>
    <metric name="vias_per_cell" unit="">4.52</metric>
    <metric name="wirelength" unit="mm">5.83</metric>
    <metric name="detail_route.drc_violations" unit="">0</metric>
    <metric name="drt_pre_antenna_iters" unit="">4</metric>
    <metric name="detailroute.via_count" unit="">2245</metric>
  </group>
  <group name="job">
    <metric name="openroad.warnings" unit="">72</metric>
    <metric name="maxCapViolations" unit="">0</metric>
  </group>
  <group name="cts">
    <metric name="post_cts.resized_instances" unit="">0</metric>
    <metric name="ctsHoldBuffers" unit="">0</metric>
    <metric name="path_clk_slew" unit="ns">0.10</metric>
    <metric name="clock_tree_from_tritoncts" unit="">yes</metric>
    <metric name="post_cts_buffers" unit="">0</metric>
  </group>
</metrics>
power by group through the flow:
| stage | clock network [W] | logic [W] | registers, W |
|---|---|---|---|
| 4_1_cts | 0.000625 | 0.000253 | 0.00108 |
| 5_1_grt | 0.000660 | 0.000281 | 0.00109 |
| 6_report | 0.000600 | 0.000247 | 0.00107 |
layout make-up:
| cell class | count | share of cell area (%) |
|---|---|---|
| clock buffers | 11 | 3.06 |
| clock inverters | 5 | 1.27 |
| flip-flops and latches | 100 | 51.9 |
| inverters | 5 | 0.407 |
| repair buffers | 42 | 8.84 |
| multi-input cells | 205 | 31.0 |
| well taps | 129 | 3.50 |
layer usage:
metal	wire [um]	share of wire, %
met3	195	3.3
met1	2900	50
met5	0	0
met2	2620	45
met4	114	2.0
per-stage QoR:
stage | setup slack (ns) | power (W) | util [%] | instance area, sq um
5_1_grt | 1.99 | 0.00203 | 49.0 | 4610
3_3_place_gp | 2.20 | 0.00134 | 46.9 | 4410
2_1_floorplan | 2.62 | 0.00123 | - | 4040
3_5_place_dp | 2.20 | 0.00135 | 46.9 | 4410
4_1_cts | 2.03 | 0.00195 | 49.0 | 4610
6_report | 2.06 | 0.00192 | 49.0 | 4610
logic make-up (layout without fill, tap and decap cells):
group | count (synthesis) | after routing
AOI/OAI and AO/OA | 13 | 13
xor gates and xnor gates | 21 | 21
adders and majority gates | 4 | 4
buffers and inverters | 35 | 63
DFF | 100 | 100
muxes | 39 | 39
other | 1 | 23
and+or+nand+nor | 105 | 105
worst max-delay path: stages (launching register included):
cell                              delay (ns)
sky130_fd_sc_hd__dfrtp_1                0.38
sky130_fd_sc_hd__or2_2                  0.31
sky130_fd_sc_hd__clkdlybuf4s50_1        0.40
synthesized netlist by cell type, types with 5 or more instances:
master                     instances
sky130_fd_sc_hd__or2_2             8
sky130_fd_sc_hd__buf_4            22
sky130_fd_sc_hd__nand2b_1          5
sky130_fd_sc_hd__a21oi_1           5
sky130_fd_sc_hd__mux2_2           32
sky130_fd_sc_hd__dfxtp_1          22
sky130_fd_sc_hd__inv_1             5
sky130_fd_sc_hd__nand2_1           9
sky130_fd_sc_hd__nor2b_1          21
sky130_fd_sc_hd__nand4_1           5
sky130_fd_sc_hd__dfrtp_1          77
sky130_fd_sc_hd__mux2i_1           7
sky130_fd_sc_hd__xor2_1           15
sky130_fd_sc_hd__xnor2_1           6
sky130_fd_sc_hd__nand3_1          10
sky130_fd_sc_hd__clkbuf_1          7
sky130_fd_sc_hd__nor2_1           23
final timing paths:
path / depth (start not counted) / slack, ns / start / end
worst max-delay path: 2 / 2.06 / state[3] / trigger_data_out
worst min-delay path: 2 / 0.20 / dst_reg[0] / NATIVE_READY
worst max register to register: 6 / 2.40 / state[7] / p_counter[13]
worst min register to register: 2 / 0.20 / dst_reg[0] / NATIVE_READY
max in group clk1: 6 / 2.40 / state[7] / p_counter[13]
max in group clk2: 1 / 2.93 / data_in[0] / dst_reg[0]
max in group asynchronous: 2 / 3.08 / S_AXI_aresetn / inst_AXI2NATIVE.S_AXI_rdata[4]
min in group clk1: 0 / 0.36 / ff_metastable / synchronizer
min in group asynchronous: 1 / 0.51 / S_AXI_aresetn / p_counter_latch[9]
min in group clk2: 1 / 1.31 / data_in[0] / dst_reg[0]
Power and IR drop assume default switching activity.
